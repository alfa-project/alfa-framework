`./run.sh`:
```
#!/bin/bash
# OpenROAD 26Q1-2900-gdf79404cd8, Yosys 0.63+post, stock flow scripts
make -C /OpenROAD-flow-scripts/flow DESIGN_CONFIG=/design/flow/config.mk WORK_HOME=/design/flow/orfs finish
```
`./config.mk`:
```
export PLATFORM = sky130hd
export DESIGN_NAME = alib_bram
export DESIGN_NICKNAME = alib_bram
export VERILOG_FILES = /design/flow/design.v
export SDC_FILE = /design/flow/constraint.sdc
export NUM_CORES = 4
export LEC_CHECK = 1
export CORE_UTILIZATION = 50
export SYNTH_MEMORY_MAX_BITS = 65536
```
`./constraint.sdc`:
```
current_design alib_bram

set clk_period 36.8
set clk_io_pct 0.2

create_clock -name clk0 -period $clk_period [get_ports {clk}]

set non_clock_inputs [all_inputs -no_clocks]
set_input_delay [expr $clk_period * $clk_io_pct] -clock clk0 $non_clock_inputs
set_output_delay [expr $clk_period * $clk_io_pct] -clock clk0 [all_outputs]
```
`./design.v`:
```
module alib_bram #(
    parameter DATA_WIDTH = 8,   
    parameter DEPTH = 1024      
) (
    input wire clk,
    input wire rst,   
    input wire [$clog2(
DEPTH-1
)-1:0] addr,   
    input wire [DATA_WIDTH-1:0] din,
    input wire we,
    output wire [DATA_WIDTH-1:0] dout
);
  (* ram_style = "block" *)reg     [DATA_WIDTH-1:0] ram_mem                       [0:DEPTH-1];
  reg     [DATA_WIDTH-1:0] ram_data = {DATA_WIDTH{1'b0}};
  integer                  ram_index;
  always @(posedge clk) begin
    if (rst) begin
      if (we) ram_mem[addr] <= din;   
      ram_data <= ram_mem[addr];   
    end else ram_data <= {DATA_WIDTH{1'b0}};
  end
  assign dout = ram_data;
endmodule
module alib_bram_r_w #(
    parameter DATA_WIDTH = 8,   
    parameter DEPTH = 1024      
) (
    input wire                         clk,     
    input wire [$clog2(
DEPTH-1
)-1:0] addra,   
    input wire [       DATA_WIDTH-1:0] din,     
    input wire                         we,      
    input  wire [$clog2(
DEPTH-1
)-1:0] addrb,   
    input  wire                         rst,     
    output wire [       DATA_WIDTH-1:0] dout     
);
  (* ram_style = "block" *)reg [DATA_WIDTH-1:0] ram_mem                       [0:DEPTH-1];
  reg [DATA_WIDTH-1:0] ram_data = {DATA_WIDTH{1'b0}};
  always @(posedge clk) begin
    if (rst) begin
      if (we) ram_mem[addra] <= din;   
    end
  end
  always @(posedge clk) begin
    if (rst) ram_data <= ram_mem[addrb];   
    else ram_data <= {DATA_WIDTH{1'b0}};
  end
  assign dout = ram_data;
endmodule
module alib_uram_r_w #(
    parameter DATA_WIDTH = 8,   
    parameter DEPTH = 1024      
) (
    input wire                         clk,     
    input wire [$clog2(
DEPTH-1
)-1:0] addra,   
    input wire [       DATA_WIDTH-1:0] din,     
    input wire                         we,      
    input  wire [$clog2(
DEPTH-1
)-1:0] addrb,   
    input  wire                         rst,     
    output wire [       DATA_WIDTH-1:0] dout     
);
  (* ram_style = "ultra" *)reg [DATA_WIDTH-1:0] ram_mem                       [0:DEPTH-1];
  reg [DATA_WIDTH-1:0] ram_data = {DATA_WIDTH{1'b0}};
  always @(posedge clk) begin
    if (rst) begin
      if (we) ram_mem[addra] <= din;   
    end
  end
  always @(posedge clk) begin
    if (rst) ram_data <= ram_mem[addrb];   
    else ram_data <= {DATA_WIDTH{1'b0}};
  end
  assign dout = ram_data;
endmodule
module alib_uram #(
    parameter DATA_WIDTH = 8,   
    parameter DEPTH = 1024      
) (
    input wire clk,
    input wire rst,   
    input wire [$clog2(
DEPTH-1
)-1:0] addr,   
    input wire [DATA_WIDTH-1:0] din,
    input wire we,
    output wire [DATA_WIDTH-1:0] dout
);
  (* ram_style = "ultra" *)reg [DATA_WIDTH-1:0] ram_mem                       [0:DEPTH-1];
  reg [DATA_WIDTH-1:0] ram_data = {DATA_WIDTH{1'b0}};
  always @(posedge clk) begin
    if (rst) begin
      if (we) ram_mem[addr] <= din;   
      ram_data <= ram_mem[addr];   
    end else ram_data <= {DATA_WIDTH{1'b0}};
  end
  assign dout = ram_data;
endmodule
module alib_dram #(
    parameter DATA_WIDTH = 8,   
    parameter DEPTH = 1024      
) (
    input wire clk,
    input wire rst,   
    input wire [$clog2(
DEPTH-1
)-1:0] addr,   
    input wire [DATA_WIDTH-1:0] din,
    input wire we,
    output wire [DATA_WIDTH-1:0] dout
);
  (* ram_style = "distributed" *)reg [DATA_WIDTH-1:0] ram_mem                       [0:DEPTH-1];
  reg [DATA_WIDTH-1:0] ram_data = {DATA_WIDTH{1'b0}};
  always @(posedge clk) begin
    if (rst) begin
      if (we) ram_mem[addr] <= din;   
      ram_data <= ram_mem[addr];   
    end else ram_data <= {DATA_WIDTH{1'b0}};
  end
  assign dout = ram_data;
endmodule
```
==> results.yml <==
# physical design summary
place:
  io_buffers: 28
  dp_slack_ns: 20.28
  place_hpwl_um: 547000
  placed_area_um2: 328000
  place_congestion: 0.926
  dp_cells: 24700
global_routing:
  grt_max_degree: 134
  gr-total-overflow: 0
  grt_first_pass_wirelength_um: 1250000
  antenna_found_initial: 55
  track_usage: 0.315
  grt_pass1_vias: 170000
timing:
  rsz0062_at_grt: "no"
  slew_violations: 0
  fin_hold_ws_ns: 1.22
  finalWorstSetupSlack_ns: 21.42
  tightest_slew_ns: 1.31
  max_freq_ghz: 0.0650
  finClkSkew_ns: 0.0643
  relSlewSlack: 0.105
  min_period_ns: 15.38
  setup_viol: 0
  fin_setup_tns_ns: 0
  final-hold-violation-count: 0
  fin_crit_sh: 0.418
status:
  outcome: "completed"
logic_synthesis:
  ys_async_sr_fraction: 0
  netlist_area_um2: 316000
  ys_area_um2: 316000
  postSynthSeqShare: 0.780
  syn_avg_cell_area_um2: 19.0
  yosysUniqueCellTypes: 55
  ys_cells: 16600
  synth-edff-count: 8192
  yosys_warnings: 1
  ys_ff: 8200
  synthCells: 16600
  ff_type: "edfxtp_1"
clock_tree:
  cts_tree: "yes"
  cts_resized: 0
  cts_setup_buffers: 0
  clk_pin_slew_ns: 0.06
  clock_path_buffers: 4
  cts_htree_levels: 6
  cts.sinks: 8200
  cts_buffers: 802
  hold_buffers: 0
  clockRootBuffer: "clkbuf_16"
  clkLatencyLatePin_ns: 1.16
flow_run:
  openroad.warnings: 66
  drv_cap: 0
drt:
  wl_per_cell_um: 33.9
  drtIter0Drc: 11100
  vias: 161000
  drtPass1Iterations: 6
  totalWireLength_um: 889000
  ant_nets: 0
  drc: 0
  viasPerCell: 6.14
final_layout:
  stdcell_count: 26200
  layout_top_cell: "edfxtp_1"
  final_area_um2: 353000
  final_util: 0.561
  syn_to_final_growth_pct: 11.7
  final_layout_top_logic_cells: "edfxtp_1, mux2i_1, nor2_1"
  n_fill_cell: 46600
  drive_above_1_share: 0.148
critical_path:
  crit_arrival_ns: 16.40
  critPathKind: "input pin to register"
  crit_path_start_kind: "input pin"
  cp_data_required_time_ns: 37.82
  cp_max_fo: 76
  cp-end-kind: "register"
floorplanning:
  die-height_um: 797
  core_area_um2: 628000
  die_width_um: 797
  floorplan.core_util: 0.502
  io_pins: 29
  rows: 291
  chip_area_um2: 635000
power:
  leakagePower_nw: 116
  total_power_mw: 18.9
  ir_drop_mv: 0.0547
  powerDensity_nw_per_um2: 53.5
hold_path:
  min_path_type: "register to register"
==> cell usage after synthesis (54+ instances only) <==
master | number | share of area
a21oi_1 | 67 | 0.0011
buf_2 | 506 | 0.0080
nor3_1 | 126 | 0.0020
clkbuf_1 | 375 | 0.0045
nor2_1 | 1241 | 0.015
nand3_1 | 62 | 0.00098
mux4_2 | 700 | 0.050
buf_4 | 127 | 0.0030
mux2i_1 | 2718 | 0.086
nand2_1 | 189 | 0.0022
o21ai_0 | 74 | 0.0012
a2111oi_0 | 54 | 0.0015
nor4_1 | 218 | 0.0043
nand4_1 | 66 | 0.0013
edfxtp_1 | 8192 | 0.78
a22oi_1 | 269 | 0.0064
o22ai_1 | 1230 | 0.024
o2111ai_1 | 54 | 0.0015
==> state kept, by name, indices dropped and copies added (netlist names) <==
register,count
ram_mem,8192
ram_data,8
==> where the power goes <==
group / leakage [nW] / total [mW] / internal, mW / switching [mW]
logic: 30.0 / 0.831 / 0.246 / 0.585
clock network: 11.9 / 7.74 / 4.30 / 3.44
registers: 73.7 / 10.3 / 10.3 / 0.00592
==> cell type report <==
class / count / area [um^2] / share of cell area
clock buffer: 1015 / 21100 / 0.0598
timing repair buffer: 811 / 6560 / 0.0186
clock inverter: 425 / 3310 / 0.00938
multi-input combinational: 7294 / 64800 / 0.184
tap: 8350 / 10400 / 0.0296
sequential: 8200 / 246000 / 0.698
antenna: 107 / 268 / 0.000759
inverter: 3 / 11.3 / 0.0000319
==> final timing paths <==
path | start | endpoint | slack, ns | cells past startpoint
setup / recovery | addr[1] | ram_data[0]$_SDFF_PN0_ | 21.42 | 19
hold / removal | ram_mem[228][7]$_DFFE_PP_ | ram_data[7]$_SDFF_PN0_ | 1.22 | 7
setup reg to reg | ram_mem[807][4]$_DFFE_PP_ | ram_data[4]$_SDFF_PN0_ | 32.88 | 9
hold reg to reg | ram_mem[228][7]$_DFFE_PP_ | ram_data[7]$_SDFF_PN0_ | 1.22 | 7
==> metal layers <==
metal,vias to the layer above,part of all wire,GRT usage
met1,81100,0.32,0.413
met2,9062,0.45,0.429
met3,1637,0.18,0.241
met5,-,0.0016,0.0156
li1,69000,-,-
met4,66,0.044,0.111
==> critical path, cell delays in order <==
cell     delay (ns)
buf_16         0.32
buf_4          0.58
buf_4          0.62
buf_4          0.67
buf_4          0.58
buf_12         0.48
buf_4          0.71
buf_4          0.62
buf_4          0.73
buf_4          0.57
buf_4          0.69
mux2i_1        0.29
o22ai_1        0.12
nor4_1         0.44
nand2_1        0.16
a22oi_1        0.24
nand3_1        0.32
nor3_1         0.39
a31oi_1        0.15
==> logic make-up (layout without fill, tap and decap cells) <==
kind of cell / after synthesis / count (layout) / synth area share
muxes: 3418 / 3418 / 0.136
DFF: 8200 / 8200 / 0.780
and+or+nand+nor: 1987 / 1987 / 0.0276
other: 0 / 107 / 0
AOI/OAI and AO/OA: 1889 / 1889 / 0.0397
buffers and inverters: 1086 / 2254 / 0.0171
No activity file was given, so power comes from the tool's default toggle rates.
